==> ./design.v <==
`timescale 1ns / 1ps
module intt_flat #(parameter N = 17, D = 8, NINV=57345) (
    input [D*N-1:0] a,
    input clk,
    output [D*N-1:0] b
    );
    localparam [N-1:0] ninv = NINV;
    wor [N-1:0] pe_b [D-1:0];
    wire [D-1:0] sub_mux_out;
    wire [D*N-1:0] b_temp;
    wire [N-1:0] reg_in [D-1:0], reg_out [D-1:0];
    wire [$clog2($clog2(D))-1:0] cnt_reg_val = 0, cnt_out = 0;
    wire [$clog2(D)*D-1:0] sub_mux_in;
    wire [$clog2($clog2(D))-1:0] count_q;
    counter_down #(.N($clog2($clog2(D)))) stage_counter(.clk(clk), .rst(1'B0), .down(1'B1), .count(count_q));
    mux #(.N(D), .S($clog2(D))) sub_mux(.a(sub_mux_in), .sel(count_q), .s(sub_mux_out));
    genvar i, j;
    generate
    for (i = 0; i < $clog2(D); i=i+1) begin
        for (j = 0; j < D; j=j+1) begin
            assign sub_mux_in[D*i+j] = j/(2**($clog2(D)-i-1))%2;
        end
    end
    for (i = 0; i < D; i = i+1) begin
        wor [$clog2(D)*N-1:0] demux_out; 
        wire [$clog2(D)*$clog2(D)-1:0] mux_in;
        wire [N-1:0] c_out;
        wire [$clog2(D)-1:0] c_in;
        for (j = 0; j < $clog2(D); j=j+1) begin
            localparam mult_index = i/(2**($clog2(D)-j-1));
            if (mult_index%2)
                assign mux_in[$clog2(D)*(j+1)-1:$clog2(D)*j] = (mult_index + 1)/2+(1<<j)-1;
            else
                assign mux_in[$clog2(D)*(j+1)-1:$clog2(D)*j] = 0;
            localparam jump = 1<<($clog2(D)-j-1);
            if ((i/jump)%2)
                assign pe_b[i-jump] = demux_out[N*(j+1)-1:N*j];
            else
                assign pe_b[i+jump] = demux_out[N*(j+1)-1:N*j];
        end
        master_slave_dff #(.N(N)) msdff(
            .clk(clk), 
            .rst(1'B0), 
            .d(count_q == {$clog2($clog2(D)){1'B0}} ? a[N*(i+1)-1:N*i] : reg_in[i]), 
            .q(reg_out[i])
            );
        demux #(.N(N), .S($clog2(D))) dem(
            .a(reg_out[i]), 
            .sel(count_q), 
            .s(demux_out)
            );
        mux #(.N($clog2(D)), .S($clog2(D))) m(
            .a(mux_in),
            .sel(count_q),
            .s(c_in)
            );
        psi_inv_table pt(
            .addr(c_in), 
            .value(c_out)
            );
        intt_pe #(.N(N)) pe(
            .a(reg_out[i]), 
            .b(pe_b[i]), 
            .c(c_out),
            .sub(sub_mux_out[i]), 
            .s(reg_in[i])
            );
        assign b_temp[N*(i+1)-1:N*i] = reg_in[i];
    end
    endgenerate
   point_mod_mult #(.N(N), .D(D)) mul(.a(b_temp), .b({D{ninv}}), .p(b));
endmodule
`timescale 1ns / 1ps
module intt_pe #(parameter N = 9) (
    input signed [N-1:0] a,
    input signed [N-1:0] b,
    input signed [N-1:0] c,
    input sub,
    output [N-1:0] s
    );
    wire [N:0] addout;
    wire [N-1:0] mr0out, addoutred;
    wire [2*N-1:0] multout;
    adder #(.N(N+1)) add(.a(sub ? {1'B0, b} : {1'B0, a}), .b({sub ? 1'B1 : 1'B0, sub ? ~a : b}), .cin(sub), .s(addout));
    modred #(.LOGQ(N)) mr0(.a({{(N-1){addout[N]}}, addout}), .s(addoutred));
    multiplier #(.N(N)) mult(.b(addoutred), .a(c), .p(multout));
    modred #(.LOGQ(N)) mr1(.a(multout), .s(s)); 
endmodule
`timescale 1ns / 1ps
module adder #(parameter N = 2) (
    input [N-1:0] a,
    input [N-1:0] b,
    input cin,
    output [N-1:0] s,
    output cout
    );
    wire cwire[N-2:0];
    genvar i;
    generate
    for (i = 0; i < N; i = i + 1) begin
        if (i == 0)
            full_adder fa(.a(a[i]), .b(b[i]), .cin(cin), .s(s[i]), .cout(cwire[i]));
        else if (i == N - 1)
            full_adder fa(.a(a[i]), .b(b[i]), .cin(cwire[i - 1]), .s(s[i]), .cout(cout));
        else
            full_adder fa(.a(a[i]), .b(b[i]), .cin(cwire[i - 1]), .s(s[i]), .cout(cwire[i]));
    end
    endgenerate
endmodule
`timescale 1ns / 1ps
module counter_down #(parameter N = 2) (
    input clk,
    input rst,
    input down,
    output reg [N-1:0] count = {N{1'B1}}
    );
    reg [N-1:0] state; 
    initial state = {N{1'B1}};
    always @ (posedge clk) state = state - 1;
    always @ (negedge clk) count = state;
endmodule
`timescale 1ns / 1ps
module demux_1x2 #(parameter N = 2) (
    input [N-1:0] a,
    input sel,
    output [2*N-1:0] s
    );
    assign {s[2*N-1:N],s[N-1:0]} = sel ? {a,{N{1'B0}}} : {{N{1'B0}},a};
endmodule
module demux #(parameter N = 2, S = 2) (
    input [N-1:0] a,
    input [$clog2(S)-1:0] sel,
    output [(2**$clog2(S))*N-1:0] s
    );
    wire [N-1:0] demux_out [$clog2(S)-2:0][(2**$clog2(S))-1:0];
    genvar i, j;
    generate
    for (i = 0; i < $clog2(S); i = i+1) begin
        for (j = 0; j < 2**i; j = j+1) begin
            if (i == 0)
                demux_1x2 #(.N(N)) d(.a(a), .sel(sel[$clog2(S)-i-1]), .s({demux_out[i][2*j+1], demux_out[i][2*j]}));
            else if (i == $clog2(S)-1)
                demux_1x2 #(.N(N)) d(.a(demux_out[i-1][j]), .sel(sel[$clog2(S)-i-1]), .s(s[(2*(j+1))*N-1:2*j*N]));
            else
                demux_1x2 #(.N(N)) d(.a(demux_out[i-1][j]), .sel(sel[$clog2(S)-i-1]), .s({demux_out[i][2*j+1], demux_out[i][2*j]}));
        end
    end
    endgenerate
endmodule
`timescale 1ns / 1ps
module dff (
    input d,
    input clk,
    input rst,
    output reg q
    );
    always @ (posedge clk)
    begin
     if (rst)
      q <= 0;
     else
      q <= d;
    end
endmodule
`timescale 1ns / 1ps
module full_adder(
    input a,
    input b,
    input cin,
    output s,
    output cout
    );
    assign s = a ^ b ^ cin;
    assign cout = (a & b) | (a & cin) | (b & cin);
endmodule
`timescale 1ns / 1ps
module master_slave_dff #(parameter N = 2) (
    input [N-1:0] d,
    input clk,
    input rst,
    output [N-1:0] q
    );
    wire [N-1:0] q_master;
    genvar i;
    generate
    for (i = 0; i < N; i = i + 1) begin
        dff master(.d(d[i]), .clk(clk), .rst(rst), .q(q[i]));
    end
    endgenerate
endmodule
`timescale 1ns / 1ps
module modred #(parameter LOGQ = 17) (
    input [2*LOGQ-1:0] a,
    output [LOGQ-1:0] s
    );
    parameter [2*LOGQ-1:0] Q = (1 << (LOGQ-1)) + 1;
    parameter K = LOGQ - 1;
    wire a0_cout;
    wire [LOGQ-1:0] mux_out;
    wire [LOGQ:0] t, s1;
    wire [LOGQ:0] s0;
    adder #(.N(LOGQ + 1)) a0(.a({2'B0, a[K-1:0]}), .b(~a[2*LOGQ-1:K]), .cin(1'B1), .s(t));
    adder #(.N(LOGQ + 1)) a1(.a(t), .b(~Q[LOGQ:0]), .cin(1'B1), .s(s1));
    adder #(.N(LOGQ + 1)) a2(.a(t), .b({mux_out[K-1], mux_out}), .cin(1'B0), .s(s0));
    mux_2x1 #(.N(LOGQ)) mux0(.a({LOGQ{1'B0}}), .b(Q[LOGQ-1:0]), .sel(t[LOGQ]), .s(mux_out));
    mux_2x1 #(.N(LOGQ)) mux1(.a(s1[LOGQ-1:0]), .b(s0[LOGQ-1:0]), .sel(s1[LOGQ]), .s(s));
endmodule
`timescale 1ns / 1ps
module modred_multiplier #(parameter LOGQ = 17) (
    input [LOGQ-1:0] a,
    input [LOGQ-1:0] b,
    output [LOGQ-1:0] p
    );
    wire [2*LOGQ-1:0] prod;
    multiplier #(.N(LOGQ)) multiplier(.a(a), .b(b), .p(prod));
    modred #(.LOGQ(LOGQ)) mr(.a(prod), .s(p));
endmodule
`timescale 1ns / 1ps
module multiplier #(parameter N = 1) (
    input [N-1:0] a,
    input [N-1:0] b,
    output [2*N-1:0] p
    );
    assign p = a * b;
endmodule
`timescale 1ns / 1ps
module mux #(parameter N = 64, S = 64) (
    input [(2**$clog2(S))*N-1:0] a,
    input [$clog2(S)-1:0] sel,
    output [N-1:0] s
    );
    wire [N-1:0] mux_out [$clog2(S)-1:0][(2**$clog2(S))-1:0];
    genvar i, j;
    generate
    for (i = $clog2(S) - 1; i > -1; i = i-1) begin
        for (j = 0; j < 2**i; j = j+1) begin
            if (i == 0)
                mux_2x1 #(.N(N)) m(.a(mux_out[i+1][2*j]), .b(mux_out[i+1][2*j+1]), .sel(sel[$clog2(S)-i-1]), .s(s));
            else if (i == $clog2(S) - 1)
                mux_2x1 #(.N(N)) m(.a(a[N*(2*j+1)-1:N*2*j]), .b(a[N*(2*j+2)-1:N*(2*j+1)]), .sel(sel[$clog2(S)-i-1]), .s(mux_out[i][j]));
            else
                mux_2x1 #(.N(N)) m(.a(mux_out[i+1][2*j]), .b(mux_out[i+1][2*j+1]), .sel(sel[$clog2(S)-i-1]), .s(mux_out[i][j]));
        end
    end
    endgenerate
endmodule
`timescale 1ns / 1ps
module mux_2x1 #(parameter N = 1)(
    input [N-1:0] a,
    input [N-1:0] b,
    input sel,
    output reg [N-1:0] s
    );
    always @(sel or a or b) begin
        case (sel)
            1'B0: s <= a;
            1'B1: s <= b;
        endcase
    end
endmodule
`timescale 1ns / 1ps
module point_mod_mult #(parameter N = 19, D = 8) (
    input [D*N-1:0] a,
    input [D*N-1:0] b,
    output [D*N-1:0] p
    );
    genvar i;
    generate
    for (i = 0; i < D; i = i+1) begin
        modred_multiplier #(.LOGQ(N)) mul(
            .a(a[(i+1)*N-1:i*N]), 
            .b(b[(i+1)*N-1:i*N]), 
            .p(p[(i+1)*N-1:i*N])
            );
    end
    endgenerate
endmodule
`timescale 1ns / 1ps
module psi_inv_table (
    input [2:0] addr,
    output reg [16:0] value
    );
    always @ (addr) begin
    case (addr)
        3'B000: value = 1;
        3'B001: value = 65281;
        3'B010: value = 61441;
        3'B011: value = 65521;
        3'B100: value = 49153;
        3'B101: value = 65473;
        3'B110: value = 64513;
        3'B111: value = 65533;
    endcase
    end
endmodule
==> ./run.sh <==
#!/bin/bash
# OpenROAD 26Q1-2900-gdf79404cd8, Yosys 0.63+post, stock flow scripts
make -C /OpenROAD-flow-scripts/flow DESIGN_CONFIG=/design/flow/config.mk WORK_HOME=/design/flow/orfs finish
==> ./config.mk <==
export PLATFORM = sky130hd
export DESIGN_NAME = intt_flat
export DESIGN_NICKNAME = intt_flat
export VERILOG_FILES = /design/flow/design.v
export SDC_FILE = /design/flow/constraint.sdc
export NUM_CORES = 4
export LEC_CHECK = 1
export CORE_UTILIZATION = 30
==> ./constraint.sdc <==
current_design intt_flat

set clk_period 54.8
set clk_io_pct 0.2

create_clock -name clk0 -period $clk_period [get_ports {clk}]

set non_clock_inputs [all_inputs -no_clocks]
set_input_delay [expr $clk_period * $clk_io_pct] -clock clk0 $non_clock_inputs
set_output_delay [expr $clk_period * $clk_io_pct] -clock clk0 [all_outputs]
==> deck_impl_summary.md <==
Physical Implementation Snapshot

STA
  • Measured slew at the worst slew-check pin: 1.076 ns
  • RSZ-0062 raised after global routing: yes
  • Clock skew: 0.01978 ns
  • Setup TNS: -2523.07 ns
  • Max_slew headroom: 28.02%
  • Final hold vios: 0
  • Hold slack: 0.4203 ns
  • Final max-slew violation count: 0
  • Final worst setup slack: -21.04 ns
  • Final setup vio count: 143

Yosys
  • Distinct lib cells: 92
  • Warnings from Yosys: 163
  • Yosys chip area: 0.09063 sq mm
  • Number of enable flip-flop cells: 0
  • Post-synthesis async set-or-reset flop share: 0%
  • Netlist Area Pre-Place: 0.09063 sq mm
  • Yosys Instances: 9900
  • Syn avg cell area: 9.154 sq um
  • Syn Inst Count: 9900
  • Post-synth seq share: 3.093%
  • Yosys reg bits: 140
  • Top_reg_cell synth: dfxtp_1

Clock network
  • Clock Pin Slew Worst Setup and Hold Paths: 0.08 ns
  • Root buffer cell: clkbuf_16
  • Late-Pin Clk Latency: 0.56 ns
  • Clk sinks: 140
  • Longest Clk Path Bufs: 2
  • TritonCTS clock tree: yes
  • Total CTS buffers: 17
  • Max H-tree Level: 4

Placement
  • Dpl cells: 15950
  • Area after DPL: 0.1158 sq mm
  • GP Congestion: 0.9501
  • Dpl hpwl: 213200 um
  • I/O Buffers: 272

Routing
  • DRT iter0 DRCs: 2721
  • Pre-antenna DRT Iters: 6
  • Via density: 4.472
  • Drt drc: 0
  • Total Wirelength: 244000 um
  • WL/cell: 15.07 um
  • Final ANT Viol Nets: 0
  • Vias: 72390

Floorplanning
  • Die x size: 551.6 um
  • Core Util at FP: 30.18%
  • Core area: 0.3003 sq mm
  • Die ar.: 0.3043 sq mm
  • # IOs: 273
  • # rows: 201
  • Die Y: 551.6 um

Layout
  • Non-Filler Instances: 16190
  • Area delta synth->final: 37.68%
  • Top Layout Cells: buf_4 (2173), inv_1 (1956), ha_1 (1882)
  • Most frequent logic cell in the layout: buf_4
  • Design Area, Final: 0.1248 sq mm
  • Layout cells sized above 1: 32.61%

Worst setup path
  • Worst setup EP type: primary output
  • Crit path to: b[101]
  • Crit-path leading delay family: adder cells
  • Worst setup path category: reg -> out
  • CP Data Arrival Time: 64.88 ns
  • Crit path DRT: 43.84 ns
  • Reg-to-Reg End: genblk2[7].msdff.genblk1[16].master.q
  • Critical Path Start Type: flip-flop
  • Crit path largest cell delay: 0.55 ns
  • CP Buf/Inv Count: 20
  • Worst R2R Start: stage_counter.count[0]
  • R2R depth: 123
  • Crit path launch: stage_counter.count[1]
  • Most common cell on crit path: fa_2
  • Crit path depth: 165
  • Flop2flop setup slack: -0.47 ns
  • Max Fanout on Critical Path: 3
  • Critical path's slowest cell: fa_1

Run status
  • Status: finished, violations left
  • Failing checks: setup timing

GRT
  • Vias in the first global route: 73570
  • Initial antenna violation count: 6
  • Overall global routing resource usage: 16.84%
  • GRT Residual Overflow: 0
  • First-pass GRT wire length: 388500 um
  • Pin count of the biggest net entering global routing: 71

Job
  • Max-Cap Viols: 0
  • OpenROAD warning count: 149

Min path
  • Worst hold path type: reg -> reg
[worst reg2reg max path, delay by kind of cell, from the launching register on]
family | cells | cell delay (ns)
adders and majority gates | 83 | 22.51
xor gates and xnor gates | 4 | 0.67
DFF | 1 | 0.33
and+or+nand+nor | 4 | 0.72
muxes | 2 | 0.56
buffers and inverters | 18 | 1.48
AOI/OAI and AO/OA | 12 | 1.48
[cell families after synthesis]
group	share of synthesized area, %
AND-OR/OR-AND	9.536
multiplexers	1.437
buffers and inverters	9.822
XOR/XNOR	3.986
flip-flops	3.093
AND/OR/NAND/NOR	8.433
adder cells (fa/ha/maj)	63.69
[final cells by class]
cell class              instances  area, sq um
inverters                    2112         8003
repair buffers               2537        20160
multi-input cells            7403        88220
diodes                          3        7.507
well taps                    3958         4952
flip-flops and latches        140         2810
clock buffers                  17        425.4
clock inverters                17        196.4
fillers                     28180       175500
[per-layer routing]
layer	up-vias	GRT usage (%)	wire length [um]
met5	-	0.3440	180
li1	36870	-	-
met4	8	3.176	5937
met2	1376	25.81	107200
met1	33940	23.70	111400
met3	186	5.511	19330
[synthesized netlist by cell type (84+ instances only)]
cell      count  area share [%]
inv_1      2109             8.7
a21o_1      141             1.2
clkbuf_1    198            0.82
o21ai_0     478             2.6
nor3_1       84            0.46
dfxtp_1     140             3.1
nor2_1      389             1.6
nand2_1     710             2.9
and2_1      104            0.72
fa_1       1383              31
xnor2_1     221             2.1
mux2i_1     102             1.1
a21oi_1     336             1.9
nand3_1     148            0.82
ha_1       2399              33
xor2_1      172             1.7
[how the worst min path moves through the flow]
stage | start | to | slack, ns | cells past startpoint
global route | stage_counter.state[0] | stage_counter.state[0] | 0.44 | 1
finish | stage_counter.state[0] | stage_counter.state[0] | 0.42 | 1
CTS | stage_counter.state[0] | stage_counter.state[0] | 0.41 | 1
[registers in the layout, indices dropped and copies added (netlist names)]
signal,cells
genblk2.msdff.genblk1.master.q,136
stage_counter.state,2
stage_counter.count,2
[through the flow]
| stage | utilization [%] | setup slack, ns |
|---|---|---|
| after floorplan | - | -20.61 |
| after global placement | 38.58 | -21.52 |
| after detailed placement | 38.58 | -21.78 |
| after CTS | 40.24 | -21.31 |
| after global routing | 41.55 | -22.17 |
| final | 41.55 | -21.04 |
[what timing repair did]
action | in CTS | in global routing
hold endpoints to repair | 0 | 0
hold buffers | 0 | 0
pin swaps | 255 | 440
resized | 805 | 1018
gates cloned | 2 | 16
endpoints found under the setup margin | 169 | 186
buffers inserted | 112 | 114
